### flow/design.v
module seg (data, display);
input [3:0]data;
output reg [6:0]display;
always @(*)
begin
case(data)
4'b0000 : display = ~7'b1111110;
4'b0001 : display = ~7'b0110000;
4'b0010 : display = ~7'b1101101;
4'b0011 : display = ~7'b1111001;
4'b0100 : display = ~7'b0110011;
4'b0101 : display = ~7'b1011011;
4'b0110 : display = ~7'b1011111;
4'b0111 : display = ~7'b1110000;
4'b1000 : display = ~7'b1111111;
4'b1001 : display = ~7'b1111011;
default : display = ~7'b1111110;
endcase
end
endmodule
module seg_t ();
  reg [3:0] data;
  wire [6:0]display;
  initial
  begin 
  data = 0;
  #100; data = 1;
  #100; data = 2;
  #100; data = 3;
  end
  seg tst(data, display);
endmodule
module FF (clk, d, q);
  input clk, d;
  output reg q;
  always @ (posedge clk)
  begin
    q <= d;
  end
endmodule
module Teller (teller, tcount);
input [2:0]teller;
output wire [1:0] tcount;
assign tcount [0] = teller[0] ^ teller[1] ^ teller[2];
assign tcount [1] = (teller[0] & teller[1]) + (teller[2] & teller[1]) + (teller[0] & teller[2]) ;
endmodule 
module Teller_t ();
  reg [2:0] teller;
  wire [1:0] tcount;
  initial
  begin 
  teller[2] = 0; teller[1] = 0; teller[0] = 0; 
  #100; teller[2] = 0; teller[1] = 0; teller[0] = 1;
  #100; teller[2] = 0; teller[1] = 1; teller[0] = 0;
  #100; teller[2] = 0; teller[1] = 1; teller[0] = 1;
  #100; teller[2] = 1; teller[1] = 0; teller[0] = 0;
  #100; teller[2] = 1; teller[1] = 0; teller[0] = 1;
  #100; teller[2] = 1; teller[1] = 1; teller[0] = 0;
  #100; teller[2] = 1; teller[1] = 1; teller[0] = 1;
  end
  Teller t(teller, tcount);
endmodule
module Unit (clk, updown, reset, push, teller, 
full, empty, alarm, display1, display2, display3);
input wire clk, reset, push, updown;
input [2:0] teller;
output wire full, empty, alarm;
wire [3:0] pcount;
output [6:0] display1, display2, display3;
wire [1:0] tcount;
wire [4:0] wtime;
wire [3:0] first_digit, second_digit;
wire debounced_clk;
slowClock divi(clk, reset, slow_clk);
FF ff (slow_clk, push, debounced_clk);
UpDown_counter counter (debounced_clk, reset, updown, pcount, alarm);
flags f (pcount, empty, full);
Teller t (teller,tcount);
waiting_time wt(pcount, tcount, wtime);
assign first_digit = wtime % 10;
assign second_digit = wtime / 10;
seg d1 (pcount, display1);
seg d2 (first_digit, display2);		
seg d3 (second_digit, display3);
endmodule
module UpDown_counter (clk, reset, updown, pcount, alarm);
  input wire reset, updown, clk;
  output [3:0] pcount;
  output reg alarm; 
  reg [3:0] pcount;
  always @ (posedge clk, posedge reset)
  begin
   if (reset)
      begin
      pcount <= 0;
      alarm <= 1'b0;
      end
	 else
	 begin
    if (updown)
      begin
        if(pcount == 7)
        begin
          alarm <= 1'b1;
        end
        else
        begin
          alarm <= 1'b0;
          pcount <= pcount + 1;
        end
      end
	  else
	  begin
        if (pcount == 0)
        begin
          alarm  <= 1'b1;
        end
      else
        begin
          alarm <= 1'b0;
          pcount <= pcount - 1;
        end
    end
  end
  end
endmodule
module counter_t ();
  reg reset, updown, clk;
  wire [3:0] pcount; 
  wire alarm;
  initial
  begin 
  clk = 0;
  reset = 1;
  #100; reset = 0; updown = 1; 
  #100; reset = 0; updown = 1; 
  #100; reset = 0; updown = 1; 
  #100; reset = 0; updown = 1; 
  #100; reset = 0; updown = 1; 
  #100; reset = 0; updown = 1; 
  #100; reset = 0; updown = 1;
  #100; reset = 0; updown = 1; 
  #100; reset = 0; updown = 0; 
  #100; reset = 0; updown = 0; 
  #100; reset = 0; updown = 0; 
  #100; reset = 0; updown = 0; 
  #100; reset = 0; updown = 0; 
  #100; reset = 0; updown = 0;
  #100; reset = 0; updown = 0; 
  #100; reset = 0; updown = 0; 
  end
  always 
  #50 clk = ~clk;
  UpDown_counter te(clk, reset, updown, pcount, alarm);
endmodule
module flags (pcount, empty, full);
  input [3:0] pcount;
  output reg empty, full; 
  always @ (pcount)
  begin
  if(pcount == 7)
  begin
    full = 1'b1;
    empty = 1'b0;
  end
  else if(pcount == 0)
    begin
    empty = 1'b1;
    full = 1'b0;
    end
  else
    begin
      full = 1'b0;
      empty = 1'b0;
      end
  end
endmodule
module flags_t();
  reg [3:0] pcount; 
  wire empty, full;
  initial
  begin 
  pcount = 1;
  #100; pcount = 7;
  #100; pcount = 0;
  #100; pcount = 3;
  #100; pcount = 7;
  #100; pcount = 0;
  end
  flags t(pcount, empty, full);
endmodule
module slowClock (clk, reset, slow_clk);
  input clk, reset;
  output reg slow_clk;
  reg [24:0] count;
  always @ (posedge clk, posedge reset)
  begin
    if(reset)
      begin
      count <= 0;
      slow_clk <= 0;
      end
    else
      begin
      if (count < 1_000_000)
        begin
        count <= count + 1;
        end
      else
        begin
        slow_clk = ~slow_clk;
        count <= 0;
        end
      end
  end 
endmodule
module waiting_time (pcount, tcount, wtime);
input [3:0] pcount;
input [1:0] tcount;
output reg [4:0] wtime;
wire [5:0] rom;
assign rom = {tcount,pcount};
  always @(*)
    begin
      case(rom)       
        6'b010000 : wtime <= 5'b00000;  
        6'b010001 : wtime <= 5'b00011;  
        6'b010010 : wtime <= 5'b00110;  
        6'b010011 : wtime <= 5'b00100;  
        6'b010100 : wtime <= 5'b01110;  
        6'b010101 : wtime <= 5'b01111;  
        6'b010110 : wtime <= 5'b10010;  
        6'b010111 : wtime <= 5'b10101;  
        6'b100000 : wtime <= 5'b00000;  
        6'b100001 : wtime <= 5'b00011;  
        6'b100010 : wtime <= 5'b00100;  
        6'b100011 : wtime <= 5'b00110;  
        6'b100100 : wtime <= 5'b01001;  
        6'b100101 : wtime <= 5'b01010;  
        6'b100110 : wtime <= 5'b01100;  
        6'b100111 : wtime <= 5'b00110;  
        6'b110000 : wtime <= 5'b00000;  
        6'b110001 : wtime <= 5'b00011;  
        6'b110010 : wtime <= 5'b00100;  
        6'b110011 : wtime <= 5'b00101;  
        6'b110100 : wtime <= 5'b00110;  
        6'b110101 : wtime <= 5'b00111;  
        6'b110110 : wtime <= 5'b01000;  
        6'b110111 : wtime <= 5'b01001;  
        default : wtime <= 5'b00000;  
endcase
end
endmodule
module wtime_t();
  reg [3:0] pcount;
  reg [1:0] tcount;
  wire [4:0] wtime;
  initial
  begin 
  pcount = 1; tcount[1] = 0; tcount[0] = 1;
  #100; pcount = 2; tcount[1] = 0; tcount[0] = 1;
  #100; pcount = 1; tcount[1] = 1; tcount[0] = 0;
  #100; pcount = 2; tcount[1] = 1; tcount[0] = 0;
  #100; pcount = 1; tcount[1] = 1; tcount[0] = 1;
  #100; pcount = 2; tcount[1] = 1; tcount[0] = 1;
  end
  waiting_time tst(pcount, tcount, wtime);
endmodule
### flow/run.sh
#!/bin/bash
# OpenROAD 26Q1-2900-gdf79404cd8, Yosys 0.63+post, stock flow scripts
make -C /OpenROAD-flow-scripts/flow DESIGN_CONFIG=/design/flow/config.mk WORK_HOME=/design/flow/orfs finish
### flow/config.mk
export PLATFORM = sky130hd
export DESIGN_NAME = Unit
export DESIGN_NICKNAME = Unit
export VERILOG_FILES = /design/flow/design.v
export SDC_FILE = /design/flow/constraint.sdc
export NUM_CORES = 4
export LEC_CHECK = 1
export CORE_UTILIZATION = 40
### flow/constraint.sdc
current_design Unit

set clk_period 7.1
set clk_io_pct 0.2

create_clock -name clk0 -period $clk_period [get_ports {clk}]

set non_clock_inputs [all_inputs -no_clocks]
set_input_delay [expr $clk_period * $clk_io_pct] -clock clk0 $non_clock_inputs
set_output_delay [expr $clk_period * $clk_io_pct] -clock clk0 [all_outputs]
==> impl_metrics.yaml <==
# flow metrics
critical_path:
  end_kind: "output pin"
  path_cells: "clkdlybuf4s50_1 > fa_1 > mux2_4 > and3_4 > or2_4 > inv_1 > ha_1 > inv_1 > ha_4 > nor2b_2 > nand2_1 > nor4_2 > a21oi_1 > a311o_1 > buf_4 > o311a_2 > o221a_1 > clkdlybuf4s50_1"
  r2r-end: "divi.count[18]"
  slowest_delay_ps: 590
  path_max_fanout: 7
  critPathSlowestCell: "fa_1"
  r2r_cells: 8
  timing_worst_setup_path_type: "in -> out"
  r2r_start: "divi.count[6]"
  crit_buf_inv: 5
  arrival_ps: 5450
  r2r_setup_slack_ps: 5300
  cp_top_family: "buffers and inverters"
  crit_required_ps: 5680
  start_kind: "input pin"
floorplanning:
  die_y_um: 78.65
  ios: 31
  die_w_um: 78.65
  fp_util_pct: 42.15
  core_um2: 5574
  row_count: 27
  die-area_um2: 6185
synthesis:
  synthTopCellsByArea: "dfrtp_1 33%, ha_1 10%, nor2_1 6.1%"
  ys.flops: 32
  most_common_cell: "nor2_1"
  ys_seq_share_pct: 33.87
  syn-instance-count: 258
  syn_avg_cell_area_um2: 9.108
  yosys-stat-area_um2: 2350
  edf_count: 0
  synth-async-reset-ratio_pct: 96.88
  synth_top_flop_cell: "dfrtp_1"
  yosys_cells: 258
  synth_area_leader_cell: "dfrtp_1"
  synth.cell_area_um2: 2350
  synth_cell_types: 62
  common_cells: "38 x nor2_1, 31 x dfrtp_1, 21 x nand2_1"
  yosys.area.top_type_share_pct: 33.01
  ys_warn_count: 7
placement:
  gp_congestion: 0.8586
  numPortBuffers: 29
  hpwl_um: 3220
worst_hold_path:
  hold_path_depth: 1
  holdPathEnd: "divi.slow_clk"
  hold_class: "reg -> reg"
  worstHoldStart: "divi.slow_clk"
sta:
  relSlewSlack_pct: 66.77
  finalHoldViolCount: 0
  rsz0062_at_grt: "false"
  post-route-period-util_pct: 96.83
  unconstrained_endpoints: 16
  hold_ws_ps: 472.3
  max_freq_mhz: 145.5
  finalSetupTns_ps: 0
  fin_skew_ps: 2.843
  worstMarginPinSlew_ps: 495.1
  unclocked_regs: 6
  drv_slew: 0
  final-setup-viol-count: 0
  layout_min_cycle_time_ps: 6875
routing:
  drcViolationCount: 0
  vias: 1829
  insertedDiodeCount: 0
  wl_met1_um: 2413
  viasPerCell: 5.025
  wirelength_um: 4350
  wl_per_cell_um: 11.95
  wl_met3_um: 121
  drt_iter0_markers: 54
  ant_nets: 0
  dr.pass1.iters: 4
  met2_length_um: 1807
  routed.top_layer: "met4"
flow_run:
  max_cap_viol_count: 0
  warnings: 35
power:
  finalPower_mw: 0.3968
  powerDensity_nw_per_um2: 138.8
  ir_drop_uv: 101.7
  p_leak_nw: 1.214
final_layout:
  utilization_pct: 51.29
  layout-drive-gt1-share_pct: 10.96
  area_growth_pct: 21.67
clock_tree:
  cts_buffers: 3
  root_buffer: "clkbuf_8"
  clock_path_buffers: 2
  postCtsHoldBufs: 0
  htreeDepth: 1
  clk_pin_slew_ps: 90
  cts_tree: "built"
  clock_latency_ps: 270
grt:
  antenna_found_initial: 0
  grt_usage_pct: 15.67
  grt_pass1_vias: 1671
  grt_pass1_wl_um: 7679
  grt_max_degree: 32
  overflow: 0
status:
  status: "complete, no violations"
## report_power, final
part	internal [mW]	leakage (nW)	switching [mW]
Sequential	0.157	0.418	0.00464
Combinational	0.0628	0.760	0.0518
Clock	0.0754	0.0357	0.0451
## worst register-to-register path, cell delays in order, from the launching register on
cell	delay, ps
dfrtp_1	440
and4_1	280
nand4_1	140
nor2_1	210
nand3_1	130
nor2b_1	200
nand3_1	110
xor2_1	130
nor2_1	50
## worst max-delay path by stage
stage | start | to | slack (ps) | cells past startpoint
after global routing | teller[2] | display2[0] | 30 | 18
final | teller[2] | display2[0] | 230 | 18
after CTS | teller[0] | display2[6] | 110 | 18
## metal layers
metal | vias up | track usage, %
li1 | 954 | -
met1 | 848 | 25.40
met2 | 25 | 23.65
met3 | 2 | 2.479
met4 | 0 | 0.9259
met5 | - | 0
## timing repair
action,4_1_cts,5_1_grt
setup endpoints to repair,0,7
resized,0,12
buffers inserted,0,1
## layout make-up
| type | count | area, um^2 |
|---|---|---|
| clock buffers | 3 | 41.29 |
| fillers | 534 | 2715 |
| multi-input cells | 205 | 1506 |
| inverters | 16 | 60.06 |
| clock inverters | 1 | 30.03 |
| flip-flops and latches | 32 | 795.8 |
| well taps | 72 | 90.09 |
| repair buffers | 35 | 335.3 |
## metrics by stage
stage                     instance area [um^2]  setup slack (ps)  cells
after floorplan                           2369              1194    263
after global routing                      2859             25.26    364
after global placement                    2720             158.7    359
after detailed placement                  2720             159.2    359
final                                     2859             225.4    364
after CTS                                 2791             112.1    363
## logic make-up (layout without fill, tap and decap cells)
kind of cell	count (synthesis)	after routing	share of synthesized area, %
simple gates	102	102	21.51
compound gates	44	44	14.70
flops	32	32	33.87
xor+xnor	26	26	9.691
buf+inv	26	55	5.378
fa+ha+maj	21	21	11.82
mux	6	6	2.875
other cells	1	6	0.1596
## state kept, by name, indices dropped and copies added, names as in the netlist
signal and cells:
counter.alarm 1, counter.pcount 4, divi.count 25, divi.slow_clk 1
ff.q 1
## cell usage in the layout (no fill, tap or decap), types with 2 or more instances in the layout
cell type / Yosys / layout
mux2i_1: 3 / 3
a21oi_1: 8 / 8
nor2_1: 38 / 38
xnor2_2: 0 / 2
clkbuf_8: 0 / 3
o31ai_1: 2 / 2
mux2_4: 1 / 2
o21a_1: 3 / 3
clkinv_1: 3 / 3
o311ai_1: 1 / 2
and2_1: 3 / 3
nor2b_1: 3 / 2
nand4_1: 5 / 5
buf_4: 3 / 6
a311o_1: 2 / 2
fa_1: 2 / 2
o21ai_1: 0 / 2
a21o_1: 3 / 3
clkdlybuf4s50_1: 0 / 29
and3_1: 5 / 5
nand2b_1: 4 / 4
conb_1: 1 / 6
xor2_1: 12 / 12
dfrtp_1: 31 / 31
nand3_1: 8 / 8
nand2_1: 21 / 20
o21ai_0: 7 / 5
inv_1: 12 / 12
xnor2_1: 14 / 12
ha_1: 19 / 18
nor3_1: 2 / 2
Power figures rest on the tool's default switching activity, not on a simulated workload.
